==> design.v <==
module Bin_BCD (
 input [7:0] bin_in ,
 output reg [4-1:0] HUND , TENS , ONES 
);
integer i ;
always @ (bin_in)
  begin
   ONES = 4'b0000 ;
   TENS = 4'b0000;
   HUND = 4'b0000;
  for (i = 7; i>=0; i=i-1)
       begin
             if (HUND>=5)
                 HUND = HUND + 2'b11;
             if (TENS >=5)
                 TENS = TENS + 2'b11 ;
             if (ONES >=5)
                 ONES = ONES + 2'b11 ;
       HUND = HUND<<1;
       HUND[0] = TENS[3];
       TENS = TENS<<1 ;
       TENS[0] = ONES[3];
       ONES = ONES<<1 ;
       ONES[0] = bin_in[i] ;
  end
 end
endmodule 
`timescale 1ns / 1ps
module D_Flip(
    input i_clk,
    input d_in,
    output reg Q 
    );
always @ (posedge i_clk)
     begin
	   Q<= d_in ;
		 end
endmodule
`timescale 1ns / 1ps
module D_FLIP_FLOP(
    input in,
    input rst_n,
    input clk_in,
    input load,
    output reg q_out
    );
always @ (posedge clk_in)
  begin
     if(~rst_n)
	    begin
    q_out<= 1'b0 ;
          end
      else if (load==1'b1)
        begin
    q_out<= in ;
     end
 end
 endmodule
`timescale 1ns / 1ps
module debounce_button(
    input i_clk,
	 input d_input,
    output out_sig
    );
	 wire Q1 ;
	 wire Q2 ;
	 wire Q2_bar ;
 D_Flip D1(i_clk,d_input ,Q1 );
 D_Flip D2(i_clk,Q1,Q2);
 and_gate AND_G1(Q1,Q2_bar,out_sig);
assign Q2_bar = ~Q2 ;
endmodule
`timescale 1ns / 1ps
module LFSR_COUNTER(i_clk , data_in, an ,rst_n, seg_OUT);
input i_clk ;
input rst_n ;     
input data_in ;    
output [2:0] an ;       
output  [7:0] seg_OUT ;
wire [3:0] ones_out ;
wire [3:0] tens_out ;
wire [3:0] hundreds_out ;
wire [1:0] count_out ;       
wire [3:0] mux_OUT ;       
wire debounce ;   
wire clock_out ;  
wire [7:0] Q ;  
Bin_BCD BC(Q, hundreds_out , tens_out, ones_out );
slow_clkgen CLK_GEN(i_clk , clock_out);
counter_2bit Counter( clock_out , count_out  );
decoder DEC(count_out  , an);
seven_seg_converter SEV_SEG( mux_OUT , seg_OUT );
mux MUX ( ones_out , tens_out , hundreds_out ,4'b0000 ,  count_out, mux_OUT);
debounce_button P(clock_out,data_in,debounce);
D_FLIP_FLOP  DFF0( Q[1] , rst_n, i_clk , debounce, Q[0] );
D_FLIP_FLOP  DFF1( Q[2] , rst_n, i_clk , debounce, Q[1] );
D_FLIP_FLOP  DFF2( Q[3] , rst_n, i_clk , debounce, Q[2] );
D_FLIP_FLOP  DFF3( Q[4] , rst_n, i_clk , debounce, Q[3] );
D_FLIP_FLOP  DFF4( Q[5] , rst_n, i_clk , debounce, Q[4] );
D_FLIP_FLOP  DFF5( Q[6] , rst_n, i_clk, debounce,  Q[5] );
D_FLIP_FLOP  DFF6( Q[7] , rst_n, i_clk , debounce, Q[6] );
D_FLIP_FLOP  DFF7( ~{Q[7]^Q[5]^Q[4]^Q[3]} , rst_n, i_clk, debounce,  Q[7] );
endmodule
`timescale 1ns / 1ps
module and_gate(
    input in_1,
    input in_2,
    output out_and
    );
assign out_and = in_1 & in_2 ;
endmodule
`timescale 1ns / 1ps
module counter_2bit
#(parameter DATA_WID =2)
( clk_in , cnt_out  );
input clk_in ;
output reg[DATA_WID-1:0]  cnt_out ; 
always @ (posedge clk_in)
 begin
  cnt_out <= cnt_out+1'b1 ;
  end
endmodule
`timescale 1ns / 1ps
module decoder#(parameter DEC_WIDTH = 2)
                (x_in  , out_dec);
input [DEC_WIDTH-1:0] x_in ;
output reg [2:0] out_dec ;
always @(*)
   begin
     case(x_in)
     0: out_dec = 3'b110;
     1: out_dec = 3'b101;
     2: out_dec = 3'b011;
     3: out_dec = 3'b111;
     default : out_dec = 3'bzzz ;
     endcase
     end
endmodule
`timescale 1ns / 1ps
module mux#(parameter WIDTH_4 = 4 , WIDTH_2 = 2 )
(in_1 , in_2 , in_3 , in_4 , sel, out_mux);
input [WIDTH_4-1:0] in_1 , in_2 ,  in_3 , in_4 ;
input [WIDTH_2-1:0] sel ;
output reg [WIDTH_4-1:0] out_mux ;
always @ (*)
 begin
   case(sel)
   2'b00: out_mux = in_1 ;
   2'b01: out_mux = in_2 ;
   2'b10: out_mux = in_3 ;
   2'b11: out_mux = in_4 ;
   endcase
    end
endmodule
`timescale 1ns / 1ps
module seven_seg_converter
  #(parameter DATA_WIDTH_IN = 4 , 
  parameter DATA_WIDTH_OUT = 8 
   )
( input [DATA_WIDTH_IN-1:0] i_hex_en , 
  output  [DATA_WIDTH_OUT-1:0] o_seg );
  reg [DATA_WIDTH_OUT-1:0] o_seven_seg ;
  assign o_seg = o_seven_seg ;
	always @(*)
	begin
	case(i_hex_en)
	4'h0:o_seven_seg[DATA_WIDTH_OUT-1:0] =	8'b0000_0011;  
	4'h1:o_seven_seg[DATA_WIDTH_OUT-1:0] = 8'b1001_1111;  
	4'h2:o_seven_seg[DATA_WIDTH_OUT-1:0] = 8'b0010_0101;   
	4'h3:o_seven_seg[DATA_WIDTH_OUT-1:0]=	8'b0000_1101;  
	4'h4:o_seven_seg[DATA_WIDTH_OUT-1:0] = 8'b1001_1001;  
	4'h5:o_seven_seg[DATA_WIDTH_OUT-1:0] = 8'b0100_1001;  
	4'h6:o_seven_seg[DATA_WIDTH_OUT-1:0] = 8'b0100_0001;  
	4'h7:o_seven_seg[DATA_WIDTH_OUT-1:0] = 8'b0001_1111;  
	4'h8:o_seven_seg[DATA_WIDTH_OUT-1:0] = 8'b0000_0001;   
	4'h9:o_seven_seg[DATA_WIDTH_OUT-1:0] = 8'b0001_1001;   
	4'ha:o_seven_seg[DATA_WIDTH_OUT-1:0] = 8'b0001_0001;   
	4'hb:o_seven_seg[DATA_WIDTH_OUT-1:0] = 8'b1100_0001;  
	4'hc:o_seven_seg[DATA_WIDTH_OUT-1:0] = 8'b0110_0011;  
	4'hd:o_seven_seg[DATA_WIDTH_OUT-1:0] = 8'b1000_0101;   
	4'he:o_seven_seg[DATA_WIDTH_OUT-1:0] = 8'b0110_0001;   
	default:o_seven_seg[DATA_WIDTH_OUT-1:0]  = 8'b0111_0001;  
endcase
 end
endmodule
`timescale 1ns / 1ps
module slow_clkgen(clk , clk_out);
input clk ;
output clk_out ;
parameter cnt_100HZ = 50_00_00;        
reg [19-1:0] reg_cnt_100HZ ;    
reg Toggle_100HZ ;
wire CE ;
assign CE = (reg_cnt_100HZ == cnt_100HZ-1) ;
always @ (posedge clk)
   begin
       reg_cnt_100HZ = reg_cnt_100HZ + 1'b1 ;
          if (CE)
            begin
             Toggle_100HZ = ~Toggle_100HZ ;
             reg_cnt_100HZ = 0;
             end
         end   
assign clk_out = Toggle_100HZ ;         
endmodule
==> constraint.sdc <==
current_design LFSR_COUNTER

set clk_period 5.2
set clk_io_pct 0.2

create_clock -name clk0 -period $clk_period [get_ports {i_clk}]

set non_clock_inputs [all_inputs -no_clocks]
set_input_delay [expr $clk_period * $clk_io_pct] -clock clk0 $non_clock_inputs
set_output_delay [expr $clk_period * $clk_io_pct] -clock clk0 [all_outputs]
==> run.sh <==
#!/bin/bash
# OpenROAD 26Q1-2900-gdf79404cd8, Yosys 0.63+post, stock flow scripts
make -C /OpenROAD-flow-scripts/flow DESIGN_CONFIG=/design/flow/config.mk WORK_HOME=/design/flow/orfs finish
==> config.mk <==
export PLATFORM = sky130hd
export DESIGN_NAME = LFSR_COUNTER
export DESIGN_NICKNAME = LFSR_COUNTER
export VERILOG_FILES = /design/flow/design.v
export SDC_FILE = /design/flow/constraint.sdc
export NUM_CORES = 4
export LEC_CHECK = 1
export CORE_UTILIZATION = 40
==> out/results.tsv <==
stage	metric	value	unit
finish	layoutNonFillerInstCount	530	
clock_network	clock_path_buffers	2	
place	pre_cts_slack	-1507	ps
synthesis	yosysWarningCount	9	
power	pwr-share-clk	35.7	%
critical_path	critPathMostFrequentCell	ha_4	
route	drt_wl_total	6791	um
synthesis	ys_seq_share	23.92	%
global_route	grt_antenna_before_repair	0	
synthesis	flip_flops_with_a_built_in_enable	1	
power	post-layout-total-power	0.4698	mW
min_path	min_to	DFF0.q_out	
synthesis	post-synth-top-area-cell	dfxtp_1	
min_path	hold_class	reg -> reg	
sta	hold_slack	478.6	ps
place	io_buffers	12	
route	drc	0	
min_path	worst_hold_path.num_cells	2	
power	seq_power_share	45.9	%
synthesis	yosys.cell_types.count	69	
floorplanning	floorplan.core_util	42.12	%
critical_path	ff2ff_path_depth	8	
critical_path	timing.critical_path.required	4160	ps
route	first_iter_violations	95	
route	routed-via-count	2755	
sta	fin_crit	6757	ps
power	swShare	22.18	%
synthesis	netlist_top_cells_count	nand2_1 (34), dfxtp_1 (31), nor2_1 (26), ha_1 (23), inv_1 (23)	
min_path	worst_hold_startpoint	DFF0.q_out	
route	route.antenna.remaining_nets	0	
sta	final_max_slew_viol_count	0	
clock_network	numCtsBuffers	3	
critical_path	cell_with_the_largest_stage_delay_on_the_worst_path	a2111oi_4	
critical_path	rr_startpoint	CLK_GEN.reg_cnt_100HZ[0]	
sta	endpoints_left_unconstrained	7	
critical_path	worst_path_largest_cell_delay	390	ps
critical_path	timing.setup.critical_path_class	reg -> out	
sta	report.final.setup_viol	7	
synthesis	yosys_area	0.002720	mm2
critical_path	setup.reg_to_reg.worst_slack	3390	ps
sta	worst-slew-pin-transition	505.6	ps
critical_path	type_of_element_capturing_the_critical_path	output port	
clock_network	clk_root_buffer_cell	clkbuf_8	
power	powerDensity	112.2	mW/mm2
power	share_comb_of_total_power	18.4	%
route	drt_pre_antenna_iters	4	
place	placed_cells_incl_taps	486	
floorplanning	floorplan.die_area	0.007134	mm2
outcome	status	complete, but fails checks	
flow_run	drv_cap	0	
critical_path	worst_reg2reg_endpoint	CLK_GEN.reg_cnt_100HZ[18]	
sta	fmax	148.0	MHz
power	internal_power_consumption	0.3656	mW
critical_path	crit_path_max_fanout	5	
clock_network	clkLatencyLatePin	270	ps
place	post_dp_cell_area	0.003637	mm2
synthesis	yosys_cell_count	332	
clock_network	htree_levels	1	
sta	timing.max_slew.rel_slack	66.22	%
global_route	wire_length_of_the_first_global_routing_pass	11720	um
critical_path	worstPathArrival	5720	ps
critical_path	cp-start-kind	register	
finish	drive_above_1_share	44.15	%
sta	timing.final.crit_share	129.9	%
global_route	grt_pass1_vias	2543	
sta	tns	-10180	ps
synthesis	synthArstFlopShare	0	%
sta	rsz0062_at_grt	true	
route	antenna_cells	0	
synthesis	netlist.top_cell.by_instances	nand2_1	
place	gp_congestion	0.8733	
route	routed_wire_per_std_cell	12.81	um
route	route.detailed.vias_per_inst	5.198	
power	switching_power_of_the_nets	0.1042	mW
finish	final_util	64.84	%
synthesis	ys_seq_elements	32	
synthesis	top_cell_area_share	22.82	%
finish	synthToLayoutAreaGrowth	53.96	%
clock_network	hold_buffers	0	
clock_network	tritoncts	built	
power	max-vdd-ir-drop	0.2635	mV
finish	finished_cell_area	0.004188	mm2
power	leakage	1.757	nW
place	dpl.hpwl	4899	um
finish	n_fill_cell	488	
synthesis	synth_area_per_cell	8.193	um2
floorplanning	placeable_core_area	0.006459	mm2
clock_network	clock_transition_time_at_the_flip_flop_clock_pins_of_the_worst_setup_and_hold_paths	90	ps
sta	hold_viol_final	0	
synthesis	postSynthCellCount	332	
sta	unclocked_pins	4	
flow_run	openroad.warnings	40	
global_route	grt_max_degree	17	
floorplanning	boundaryPins	14	
global_route	overflow	0	
floorplanning	rows	29	
outcome	violations	setup timing	
synthesis	dominant_register_cell	dfxtp_1	
synthesis	syn-cell-area	0.002720	mm2
floorplanning	die_span_x	84.47	um
sta	clock_skew	2.066	ps
global_route	globalRouteTotalUtil	20.00	%
floorplanning	die-height	84.47	um
synthesis	yosys-top-cells-area	dfxtp_1 (23%), ha_1 (11%), xnor2_1 (5.2%)	
sta	layout_setup_ws	-1557	ps
## critical path: cells and delay by family (launching register included)
kind	cells	cell delay, ps
AOI/OAI and AO/OA	10	2110
adders and majority gates	7	1120
and+or+nand+nor	6	790
buffers and inverters	8	730
DFF	1	360
xor gates and xnor gates	2	320
## repair_timing
action,CTS,global route
resized,51,15
cloned,0,0
setup endpoints to repair,7,7
pin swaps,31,11
buffers inserted,34,7
## flip-flops by register name (all words and copies together), names as in the netlist
| signal | flops |
|---|---|
| CLK_GEN.Toggle_100HZ | 1 |
| CLK_GEN.reg_cnt_100HZ | 19 |
| Counter.cnt_out | 2 |
| DFF0.q_out | 1 |
| DFF1.q_out | 1 |
| DFF2.q_out | 1 |
| DFF3.q_out | 1 |
| DFF4.q_out | 1 |
| DFF5.q_out | 1 |
| DFF6.q_out | 1 |
| DFF7.q_out | 1 |
| P.D1.Q | 1 |
| P.D2.Q | 1 |
## kinds of logic (layout without fill, tap and decap cells)
kind of cell | Yosys count | count (layout) | share of synthesized area (%)
mux | 17 | 17 | 7.268
other cells | 1 | 1 | 0.1379
fa+ha+maj | 23 | 23 | 10.58
compound gates | 83 | 83 | 23.64
simple gates | 116 | 116 | 20.97
flops | 32 | 32 | 23.92
buf+inv | 35 | 156 | 5.427
xor+xnor | 25 | 25 | 8.050
## worst max-delay path by stage
| stage | startpoint | endpoint |
|---|---|---|
| after CTS | DFF6.q_out | seg_OUT[4] |
| after global routing | DFF6.q_out | seg_OUT[6] |
| final | DFF6.q_out | seg_OUT[7] |
## cell usage in the layout (no fill, tap or decap), drive strengths merged, types with 11 or more instances in the layout
master	count
mux2i	11
ha	23
xnor2	16
dfxtp	31
buf	122
nand2	34
inv	25
nand3	12
o21ai	13
a21oi	15
nor2	27
## power by group through the flow
stage | sequential, mW | combinational (mW) | clock (mW)
6_report | 0.216 | 0.0865 | 0.167
5_1_grt | 0.216 | 0.0943 | 0.185
4_1_cts | 0.216 | 0.0826 | 0.171
## layer usage
| metal | wire length [um] | track usage (%) | vias up |
|---|---|---|---|
| li1 | - | - | 1443 |
| met1 | 3674 | 31.75 | 1271 |
| met2 | 2855 | 31.97 | 35 |
| met3 | 178 | 1.195 | 6 |
| met4 | 83 | 1.695 | 0 |
| met5 | 0 | 0 | - |
## final cells by class
type	count	area, um2	area share, %
timing repair buffer	127	987.2	23.57
sequential	32	655.6	15.66
clock buffer	3	41.29	0.9860
multi-input combinational	265	2281	54.47
tap	77	96.34	2.301
clock inverter	1	30.03	0.7171
inverter	25	96.34	2.301
No activity file was given, so power comes from the tool's default toggle rates.
